==> design/flow/design.v <==
module Data_Forwarding_Unit (I_15_6_PR3, 
									  I_15_3_PR4, I_15_3_PR5,
									  B_PR4, B_PR5,
								     EX_ALU_DF1, EX_ALU_DF2, WB_Sel_DF3);
input  [9:0]  I_15_6_PR3;
input  [12:0] I_15_3_PR4, I_15_3_PR5;
input         B_PR4, B_PR5;
output reg [1:0] EX_ALU_DF1, EX_ALU_DF2;
output reg       WB_Sel_DF3;
always @(*)
begin
if ((I_15_6_PR3[9:6] == 4'b0001)||(I_15_6_PR3[9:6] == 4'b0000)||(I_15_6_PR3[9:6] == 4'b0010)||(I_15_6_PR3[9:6] == 4'b0101)||(I_15_6_PR3[9:6] == 4'b1000)||(I_15_6_PR3[9:6] == 4'b1011))
		begin
			if ((I_15_3_PR4[12:9] == 4'b0001)||(I_15_3_PR4[12:9] == 4'b0010)||(I_15_3_PR5[12:9] == 4'b0001)||(I_15_3_PR5[12:9] == 4'b0010))
				begin
					if ((I_15_6_PR3[5:3] == I_15_3_PR4[2:0])&&(B_PR4 == 1'b0))
						EX_ALU_DF1 <= 2'b10;
					else if ((I_15_6_PR3[5:3] == I_15_3_PR5[2:0])&&(B_PR5 == 1'b0))
						begin
							EX_ALU_DF1 <= 2'b01;
							WB_Sel_DF3 <= 1'b0;
						end
					else
						EX_ALU_DF1 <= 2'b00;
				end
			else if ((I_15_3_PR4[12:9] == 4'b0000)||(I_15_3_PR5[12:9] == 4'b0000))
				begin
					if ((I_15_6_PR3[5:3] == I_15_3_PR4[5:3])&&(B_PR4 == 1'b0))
						EX_ALU_DF1 <= 2'b10;
					else if ((I_15_6_PR3[5:3] == I_15_3_PR5[5:3])&&(B_PR5 == 1'b0))
						begin
							EX_ALU_DF1 <= 2'b01;
							WB_Sel_DF3 <= 1'b0;
						end
					else
						EX_ALU_DF1 <= 2'b00;
				end
			else if ((I_15_3_PR4[12:9] == 4'b1001)||(I_15_3_PR4[12:9] == 4'b1010)||(I_15_3_PR5[12:9] == 4'b1001)||(I_15_3_PR5[12:9] == 4'b1010))
				begin
					if ((I_15_6_PR3[5:3] == I_15_3_PR4[8:6])&&(B_PR4 == 1'b0))
						EX_ALU_DF1 <= 2'b10;
					else if ((I_15_6_PR3[5:3] == I_15_3_PR5[8:6])&&(B_PR5 == 1'b0))
						begin
							EX_ALU_DF1 <= 2'b01;
							WB_Sel_DF3 <= 1'b0;
						end
					else
						EX_ALU_DF1 <= 2'b00;
				end
			else if ((I_15_3_PR5[12:9] == 4'b0100))
				begin
					if ((I_15_6_PR3[5:3] == I_15_3_PR5[8:6])&&(B_PR5 == 1'b0))
						begin
							EX_ALU_DF1 <= 2'b10;
							WB_Sel_DF3 <= 1'b1;
						end
					else
						begin
							EX_ALU_DF1 <= 2'b00;
							WB_Sel_DF3 <= 1'b0;
						end
				end
			else
				begin
					EX_ALU_DF1 <= 2'b00;
				end
		end
	else
		EX_ALU_DF1 <= 2'b00;
	if ((I_15_6_PR3[9:6] == 4'b0001)||(I_15_6_PR3[9:6] == 4'b0010)||(I_15_6_PR3[9:6] == 4'b0100)||(I_15_6_PR3[9:6] == 4'b0101)||(I_15_6_PR3[9:6] == 4'b1000)||(I_15_6_PR3[9:6] == 4'b1010))
		begin
			if ((I_15_3_PR4[12:9] == 4'b0001)||(I_15_3_PR4[12:9] == 4'b0010)||(I_15_3_PR5[12:9] == 4'b0001)||(I_15_3_PR5[12:9] == 4'b0010))
				begin
					if ((I_15_6_PR3[2:0] == I_15_3_PR4[2:0])&&(B_PR4 == 1'b0))
						EX_ALU_DF2 <= 2'b10;
					else if ((I_15_6_PR3[2:0] == I_15_3_PR5[2:0])&&(B_PR5 == 1'b0))
						begin
							EX_ALU_DF2 <= 2'b01;
							WB_Sel_DF3 <= 1'b0;
						end
					else
						EX_ALU_DF2 <= 2'b00;
				end
			else if ((I_15_3_PR4[12:9] == 4'b0000)||(I_15_3_PR5[12:9] == 4'b0000))
				begin
					if ((I_15_6_PR3[2:0] == I_15_3_PR4[5:3])&&(B_PR4 == 1'b0))
						EX_ALU_DF2 <= 2'b10;
					else if ((I_15_6_PR3[2:0] == I_15_3_PR5[5:3])&&(B_PR5 == 1'b0))
						begin
							EX_ALU_DF2 <= 2'b01;
							WB_Sel_DF3 <= 1'b0;
						end
					else
						EX_ALU_DF2 <= 2'b00;
				end
			else if ((I_15_3_PR4[12:9] == 4'b1001)||(I_15_3_PR4[12:9] == 4'b1010)||(I_15_3_PR5[12:9] == 4'b1001)||(I_15_3_PR5[12:9] == 4'b1010))
				begin
					if ((I_15_6_PR3[2:0] == I_15_3_PR4[8:6])&&(B_PR4 == 1'b0))
						EX_ALU_DF2 <= 2'b10;
					else if ((I_15_6_PR3[2:0] == I_15_3_PR5[8:6])&&(B_PR5 == 1'b0))
						begin
							EX_ALU_DF2 <= 2'b01;
							WB_Sel_DF3 <= 1'b0;
						end
					else
						EX_ALU_DF2 <= 2'b00;
				end
			else if ((I_15_3_PR5[12:9] == 4'b0100))
				begin
					if ((I_15_6_PR3[2:0] == I_15_3_PR5[8:6])&&(B_PR5 == 1'b0))
						begin
							EX_ALU_DF2 <= 2'b10;
							WB_Sel_DF3 <= 1'b1;
						end
					else
						begin
							EX_ALU_DF2 <= 2'b00;
							WB_Sel_DF3 <= 1'b0;
						end
				end
			else
				begin
					EX_ALU_DF2 <= 2'b00;
				end
		end
	else
		EX_ALU_DF2 <= 2'b00;
end
endmodule
==> design/flow/run.sh <==
#!/bin/bash
# OpenROAD 26Q1-2900-gdf79404cd8, Yosys 0.63+post, stock flow scripts
make -C /OpenROAD-flow-scripts/flow DESIGN_CONFIG=/design/flow/config.mk WORK_HOME=/design/flow/orfs finish
==> design/flow/config.mk <==
export PLATFORM = sky130hd
export DESIGN_NAME = Data_Forwarding_Unit
export DESIGN_NICKNAME = Data_Forwarding_Unit
export VERILOG_FILES = /design/flow/design.v
export SDC_FILE = /design/flow/constraint.sdc
export NUM_CORES = 4
export LEC_CHECK = 1
export CORE_AREA = 10 10 88 88
export DIE_AREA = 0 0 98 98
==> design/flow/constraint.sdc <==
current_design Data_Forwarding_Unit

set clk_period 2.5
set clk_io_pct 0.2

create_clock -name clk0 -period $clk_period

set non_clock_inputs [all_inputs -no_clocks]
set_input_delay [expr $clk_period * $clk_io_pct] -clock clk0 $non_clock_inputs
set_output_delay [expr $clk_period * $clk_io_pct] -clock clk0 [all_outputs]
==> out/qor.csv <==
metric,value,unit
outcome,completed,
synth_area_per_cell,7.44,um^2
vias,1142,
worstSetupEndpointType,output port,
viasPerCell,3.99,
largest_register,WB_Sel_DF3,
fp.dieH,98,um
common_cells,"37 x xor2_1, 11 x nor2_1, 7 x nor4_1",
grt_usage,7.01,%
drv_slew,0,
drc,0,
logic_family,XOR/XNOR gates,
syn_inst,114,
firstDrtPassIters,4,
top_usage_layer,met2,
yosysCellCount,114,
top_cell_area_share,38.2,%
worstPathArrival,1.98,ns
fmax,0.403,GHz
synth.most_common_cell,xor2_1,
yosys.area_share.aoi,19.8,%
synthXorXnorAreaFrac,40.3,%
worst_pin_slew,0.275,ns
crit_required,2.00,ns
start_kind,input pin,
ys_sh_mux,2.36,%
setup_violations,0,
warning_count,34,
hold_viol,0,
met1_usage,9.69,%
use_met2,11.5,%
slew_headroom,81.5,%
rows,28,
dp_hpwl,2.92,mm
io_pins,43,
yosys.area.top_type,xor2_1,
diodes,0,
grt_pass1_vias,1218,
yosys-top-cells-area,"xor2_1 38%, nor4_1 5.2%, nor2_1 4.9%, or4_1 3.5%, nand2b_1 2.9%",
finalClockPeriodUsage,99.3,%
ys_area,848,um^2
layout.area.seq,15.0,um^2
total_power,322,uW
coreArea,5920,um^2
grt_first_pass_wirelength,5.78,mm
gp_congestion,0.855,
ys_sh_simple,29.9,%
post-route-min-period,2.48,ns
die_w,98,um
stdcell_count,286,
holdWs,1.62,ns
dp.cells,270,
stdcell_area,1960,um^2
ir_drop,0.0750,mV
drt_iter0_drc,29,
grt_max_degree,8,
drive_gt1_share,55.9,%
untimed_endpoints,2,
maxCapViolCount,0,
ys_ff,1,
logic_area,978,um^2
unclocked_regs,1,
async_reset_ff_share,0,%
synth.distinct_cells,37,
fp_util,14.3,%
wl,3.67,mm
powerDensity,164,nW/um^2
reg_top3,WB_Sel_DF3 (1),
drt-wirelength-per-cell,12.8,um
portBuffers,43,
die-area,9600,um^2
antenna_left,0,
yosys_warnings,9,
min_path_type,input pin to output port,
met3_usage,1.56,%
rsz0062_at_grt,yes,
final_util,33.1,%
antenna_found_initial,0,
detailed_place.area,1660,um^2
critPathKind,input pin to output port,
fa_ha_area_share,0,%
grt-ovfl-total,0,
area_growth,131,%
critPathMaxFanout,2,
nFillCells,585,
syn_area,848,um^2
yosys_most_used_dff,dlxtn_1,
largest_reg_flops,1,
p_leak,0.910,nW
edf_count,0,
stage by stage:
step	setup slack, ns	TNS (ns)
after detailed placement	-0.816	-2.99
final	0.0186	0
after global routing	-0.0708	-0.143
after CTS	-0.460	-0.788
after global placement	-0.815	-3.01
after floorplan	0.192	0
what timing repair did:
item | CTS | global route
hold buffers | 0 | 0
endpoints found under the setup margin | 4 | 4
gates resized | 101 | 55
pin swaps | 24 | 20
setup buffers | 10 | 7
gates cloned | 0 | 0
per-layer routing:
metal  routed length (um)  part of all wire (%)
met5                    0                     0
met4                    0                     0
met3                  185                   5.0
met2                 1720                    47
met1                 1760                    48
worst paths after layout:
path,cells after the start,slack [ns],to,start
worst max-delay path,8,0.02,EX_ALU_DF1[1],I_15_3_PR5[7]
worst min-delay path,6,1.62,EX_ALU_DF2[0],I_15_3_PR5[2]
cell type report:
type / count / area share, %
sequential: 1 / 0.767
inverter: 2 / 0.384
multi-input combinational: 105 / 50.0
timing repair buffer: 103 / 44.1
tap: 75 / 4.80
kinds of logic after synthesis:
kind of cell,count (synthesis)
muxes,2
buffers and inverters,8
and+or+nand+nor,42
latches,1
AOI/OAI and AO/OA,22
xor gates and xnor gates,39
layout by cell type, fill, tap and decap left out, types with 3 or more instances in the layout:
| cell type | count |
|---|---|
| dlygate4sd2_1 | 13 |
| buf_6 | 11 |
| nand2_1 | 3 |
| buf_2 | 9 |
| xor2_1 | 33 |
| or4_4 | 3 |
| clkbuf_2 | 5 |
| nor2_2 | 5 |
| clkdlybuf4s15_1 | 3 |
| dlymetal6s2s_1 | 5 |
| xor2_2 | 4 |
| nor2_1 | 6 |
| nor4_2 | 6 |
| buf_4 | 52 |
| or4_1 | 3 |
| nand2b_4 | 3 |
worst max-delay path, cell delays in order:
cell and delay, ns:
buf_8 0.10, xor2_1 0.15, or4_4 0.53, nand2b_4 0.16
a311oi_2 0.26, a21oi_1 0.07, nor2_1 0.11, clkbuf_2 0.10
power breakdown:
group	total, mW	switching [mW]	internal [mW]
registers	0.00314	0.000678	0.00246
clock network	0	0	0
logic	0.319	0.138	0.180
No activity file was given, so power comes from the tool's default toggle rates.
