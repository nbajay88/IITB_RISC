**flow/config.mk**
```make
export PLATFORM = sky130hd
export DESIGN_NAME = Register_File
export DESIGN_NICKNAME = Register_File
export VERILOG_FILES = /design/flow/design.v
export SDC_FILE = /design/flow/constraint.sdc
export NUM_CORES = 4
export LEC_CHECK = 1
export CORE_UTILIZATION = 30
```
**flow/constraint.sdc**
```tcl
current_design Register_File

set clk_period 2.7
set clk_io_pct 0.2

create_clock -name clk0 -period $clk_period

set non_clock_inputs [all_inputs -no_clocks]
set_input_delay [expr $clk_period * $clk_io_pct] -clock clk0 $non_clock_inputs
set_output_delay [expr $clk_period * $clk_io_pct] -clock clk0 [all_outputs]
```
**flow/design.v**
```verilog
module Register_File (Address_A, Address_B, Address_C, Data_C, Write, Reset,
							 Data_A, Data_B);
input  [2:0]  Address_A, Address_B, Address_C;
input  [15:0] Data_C;
input         Write, Reset;
output reg [15:0] Data_A, Data_B;
reg [15:0] Memory [7:0];
always @(*)
begin
	if (Reset == 1'b1)
		begin
			Memory[00] <= 16'd0;
			Memory[01] <= 16'd0;
			Memory[02] <= 16'd0;
			Memory[03] <= 16'd0;
			Memory[04] <= 16'd0;
			Memory[05] <= 16'd0;
			Memory[06] <= 16'd0;
			Memory[07] <= 16'd0;
		end
	else
		begin
			if (Write == 1'b1)
				Memory[Address_C] <= Data_C;
			else
				Memory[Address_C] <= Memory[Address_C];
		end
	Data_A <= Memory[Address_A];
	Data_B <= Memory[Address_B];
end 
endmodule
```
**flow/run.sh**
```bash
#!/bin/bash
# OpenROAD 26Q1-2900-gdf79404cd8, Yosys 0.63+post, stock flow scripts
make -C /OpenROAD-flow-scripts/flow DESIGN_CONFIG=/design/flow/config.mk WORK_HOME=/design/flow/orfs finish
```
==> impl_metrics.toml <==
# flow metrics
[global_route]
grt_pass1_vias = 5646
grt_remaining_overflow = 0
grt_start_max_net_pins = 70
grtUsageTotal = 0.222
antenna_found_initial = 0
grt_pass1_wl_um = 32500

[placed_design]
pre_cts_slack_ps = -380
gp_congestion = 0.963
portBuffers = 59
hpwl_um = 14900

[routing]
drt_wl_total_um = 20900
viasPerCell = 5.77
route.vias.total = 5785
drtPass1Iterations = 5
first_iter_violations = 563
route.detailed.drc = 0
ant_nets = 0
wire_per_inst_um = 20.9
antenna_cells = 0

[critical_path]
crit_buf_inv = 4
start_kind = "primary input"
max_stage_delay_ps = 530
cp_max_fo = 15
crit_type = "primary input to output pin"
critical-path-top-delay-family = "buffers and inverters"
slowest_stage = "clkdlybuf4s50_1"
end_kind = "output pin"
critPathArrivalTime_ps = 2080
required_ps = 2160
path_cells = "buf_2 > buf_12 > nor2_1 > buf_4 > a22oi_1 > o221ai_1 > clkdlybuf4s50_1"

[final_timing]
whs_ps = 1950
finalWorstSetupSlack_ps = 83.5
report.final.slew_viol_count = 0
unclocked_regs = 128
worstMarginPinSlew_ps = 807
untimed_endpoints = 128
tns_ps = 0
hold_viol_final = 0
slew_headroom = 0.462
period_used_share = 0.969
setup_viol = 0
timing.fmax_mhz = 382
fin_crit_ps = 2620
rsz0062_at_grt = "no"

[cells_and_area]
largest-register = "Memory"
final-seq-area_um2 = 1920
largest_reg_flops = 128
drive_gt1_frac = 0.181
comb_area_um2 = 3390
nFillCells = 1797
area_growth_pct = 23.8
reg_top3 = "Memory x128"

[power_and_ir_drop]
max-vdd-ir-drop_mv = 0.0482
power_mw = 1.09
p_leak_nw = 2.85
p_per_area_nw_per_um2 = 155

[clocking]
post-cts-setup-buffer-count = 0
cts_hold_buf = 0

[logic_synthesis]
ys.flop_type = "dlxtn_1"
avgSynthCellArea_um2 = 8.12
async_reset_ff_frac = 0
edf_count = 0
ys_seq_elements = 128
ys_area_um2 = 5660
synthDistinctLibCells = 49
ys_cells = 697
netlist_top_cells_area = "dlxtn_1 (34%), mux4_2 (6.4%), a21oi_1 (5.7%)"
yosysWarningCount = 130
netlist_area_um2 = 5660
yosys.area.top_type_share = 0.339
top_area_cell = "dlxtn_1"
synthCells = 697

[die]
die_w_um = 139
die_area_um2 = 19400
rows = 49
die_h_um = 139
fp-utilization = 0.311
ioPinCount = 59
coreArea_um2 = 18200

[run_status]
status = "complete, no violations"

[run]
drv_cap = 0
warning_count = 32

[worst_hold_path]
worstHoldPathType = "primary input to output pin"
==> kinds of logic (layout without fill, tap and decap cells) <==
group                  count (synthesis)  count (layout)  share of synthesized area
AOI/OAI and AO/OA                    241             241                      0.296
and+or+nand+nor                      185             185                      0.157
latches                              128             128                      0.339
buffers and inverters                 91             168                     0.0789
muxes                                 52              52                      0.128
==> layout by cell type (no fill, tap or decap), types with 9 or more instances in the layout <==
cell / instances
buf_4: 61
o21ai_2: 9
buf_6: 9
nor2b_1: 29
nand2b_1: 13
a311oi_1: 11
mux4_2: 16
mux2i_1: 31
o21ai_0: 24
nand2_1: 45
nand3_1: 27
clkdlybuf4s50_1: 51
a211o_1: 11
inv_1: 29
a22oi_1: 21
buf_12: 10
nor2_1: 52
a21oi_1: 61
o211ai_1: 12
a221oi_1: 12
o2bb2ai_1: 12
dlxtn_1: 128
a22o_1: 13
==> area by class of cell <==
class | instances | area share
flip-flops and latches | 128 | 0.274
inverters | 31 | 0.0166
repair buffers | 137 | 0.185
multi-input cells | 478 | 0.483
well taps | 229 | 0.0409
==> power breakdown <==
part           switching, mW  leakage (nW)  internal (mW)  total (mW)
clock                      0             0              0           0
combinational          0.450          1.85          0.390       0.840
sequential            0.0603          1.00          0.187       0.248
total                  0.510          2.85          0.578        1.09
==> per-layer routing <==
layer / part of all wire / track usage
met2: 0.46 / 0.346
met4: 0.030 / 0.0620
met5: 0 / 0
met1: 0.43 / 0.311
met3: 0.083 / 0.0519
==> cells in the mapped netlist, types with 3 or more instances <==
master       n
o22ai_1      7
mux2i_1     31
inv_1       29
o211ai_1    12
o2bb2ai_1   12
nand2_1     45
and3_1       4
and2_1       3
nor2b_1     31
a311oi_1    11
nand2b_1    13
o221ai_1     7
a211o_1     11
nand3_1     27
a221oi_1    19
buf_6        4
a21o_1       3
dlxtn_1    128
clkbuf_1    12
o21ai_2      9
buf_2       27
buf_1        6
nor2_1      53
buf_4       11
a21oi_1     65
o221a_2      4
o21ai_1      7
a31oi_1      6
o21ai_0     24
a211oi_1     4
a22oi_1     21
mux2_2       3
a22o_1      13
mux4_2      16
==> path summary, 6_finish.rpt <==
kind / startpoint / to / slack (ps) / cells after the start
worst min-delay path: Address_B[2] / Data_B[6] / 1950 / 5
worst max-delay path: Address_A[0] / Data_A[1] / 80 / 7
==> through the flow <==
stage	cell area, µm²	utilization	instances
floorplan	5660	-	697
global placement	6890	0.378	1003
detailed placement	6890	0.378	1003
CTS	6930	0.381	1003
global route	7010	0.385	1003
finish	7010	0.385	1003
==> what timing repair did <==
item                       in CTS  in global routing
gates resized                  17                 20
cloned                          0                  0
pin swaps                       2                  2
hold endpoints to repair        0                  0
setup endpoints to repair      28                 21
Power and IR drop assume default switching activity.
