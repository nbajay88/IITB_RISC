## design/flow/config.mk

```make
export PLATFORM = sky130hd
export DESIGN_NAME = Branch_Prediction_Unit
export DESIGN_NICKNAME = Branch_Prediction_Unit
export VERILOG_FILES = /design/flow/design.v
export SDC_FILE = /design/flow/constraint.sdc
export NUM_CORES = 4
export LEC_CHECK = 1
export CORE_AREA = 10 10 86 86
export DIE_AREA = 0 0 96 96
```

## design/flow/run.sh

```bash
#!/bin/bash
# OpenROAD 26Q1-2900-gdf79404cd8, Yosys 0.63+post, stock flow scripts
make -C /OpenROAD-flow-scripts/flow DESIGN_CONFIG=/design/flow/config.mk WORK_HOME=/design/flow/orfs finish
```

## design/flow/design.v

```verilog
module Branch_Prediction_Unit (I_15_14_PR1, 
									    I_15_12_PR4,
										 IF_BR,
										 PC_IF_ID, PC_EX_MEM, PC_1_EX_MEM, PC_RR_EX, ALU_R_EX_MEM,
										 PC_Src_BPU1, S_BPU, S_NS_BPU2, BTA);
input  [1:0]  I_15_14_PR1;
input  [3:0]  I_15_12_PR4;
input         IF_BR;
input  [15:0] PC_IF_ID, PC_EX_MEM, PC_1_EX_MEM, PC_RR_EX, ALU_R_EX_MEM;
output reg [1:0]  PC_Src_BPU1;
output reg        S_BPU, S_NS_BPU2; 
output reg [15:0] BTA;
reg [15:0] BIA;
reg        HB;
always @(*)
begin
	if (I_15_12_PR4[3:2] == 2'b10)
		begin
			if (I_15_12_PR4 == 4'b1000)
				begin
					if (IF_BR == 1'b1)
						begin
							if (PC_EX_MEM == PC_RR_EX)
								begin
									BIA <= PC_EX_MEM;
									BTA <= ALU_R_EX_MEM;
									HB  <= 1'b1;
									if (I_15_14_PR1 == 2'b10)
										begin
											if ((BIA == PC_IF_ID)&&(HB == 1'b1))
												begin
													PC_Src_BPU1 <= 2'b01;
													S_BPU <= 1'b1;
													S_NS_BPU2 <= 1'b1;
												end
											else
												begin
													PC_Src_BPU1 <= 2'b00;
													S_BPU <= 1'b1;
													S_NS_BPU2 <= 1'b1;
												end
										end
									else 
										begin
											PC_Src_BPU1 <= 2'b00;
											S_BPU <= 1'b0;
											S_NS_BPU2 <= 1'b0;
										end
								end
							else
								begin
									PC_Src_BPU1 <= 2'b10;
									S_NS_BPU2 <= 1'b1;
									BIA <= PC_EX_MEM;
									BTA <= ALU_R_EX_MEM;
									HB  <= 1'b1;
								end
						end
					else
						begin
							if (PC_EX_MEM == PC_RR_EX)
								begin
									PC_Src_BPU1 <= 2'b11;
									S_NS_BPU2 <= 1'b1;
									BIA <= PC_EX_MEM;
									BTA <= ALU_R_EX_MEM;
									HB  <= 1'b0;
								end
							else
								begin
									BIA <= PC_EX_MEM;
									BTA <= ALU_R_EX_MEM;
									HB  <= 1'b0;
									if (I_15_14_PR1 == 2'b10)
										begin
											if ((BIA == PC_IF_ID)&&(HB == 1'b1))
												begin
													PC_Src_BPU1 <= 2'b01;
													S_BPU <= 1'b1;
													S_NS_BPU2 <= 1'b1;
												end
											else
												begin
													PC_Src_BPU1 <= 2'b00;
													S_BPU <= 1'b1;
													S_NS_BPU2 <= 1'b1;
												end
										end
									else 
										begin
											PC_Src_BPU1 <= 2'b00;
											S_BPU <= 1'b0;
											S_NS_BPU2 <= 1'b0;
										end
								end
						end
				end
			else
				begin
					if (PC_EX_MEM == PC_RR_EX)
						begin
							BIA <= PC_EX_MEM;
							BTA <= ALU_R_EX_MEM;
							HB  <= 1'b1;
							if (I_15_14_PR1 == 2'b10)
								begin
									if ((BIA == PC_IF_ID)&&(HB == 1'b1))
										begin
											PC_Src_BPU1 <= 2'b01;
											S_BPU <= 1'b1;
											S_NS_BPU2 <= 1'b1;
										end
									else
										begin
											PC_Src_BPU1 <= 2'b00;
											S_BPU <= 1'b1;
											S_NS_BPU2 <= 1'b1;
										end
								end
							else 
								begin
									PC_Src_BPU1 <= 2'b00;
									S_BPU <= 1'b0;
									S_NS_BPU2 <= 1'b0;
								end
						end
					else
						begin
							PC_Src_BPU1 <= 2'b10;
							S_NS_BPU2 <= 1'b1;
							BIA <= PC_EX_MEM;
							BTA <= ALU_R_EX_MEM;
							HB  <= 1'b1;
						end
				end
		end
	else if (I_15_14_PR1 == 2'b10)
		begin
			if ((BIA == PC_IF_ID)&&(HB == 1'b1))
				begin
					PC_Src_BPU1 <= 2'b01;
					S_BPU <= 1'b1;
					S_NS_BPU2 <= 1'b1;
				end
			else
				begin
					PC_Src_BPU1 = 2'b00;
					S_BPU = 1'b1;
					S_NS_BPU2 = 1'b1;
				end
		end
	else 
		begin
			PC_Src_BPU1 = 2'b00;
			S_BPU = 1'b0;
			S_NS_BPU2 = 1'b0;
		end
end
endmodule
```

## design/flow/constraint.sdc

```tcl
current_design Branch_Prediction_Unit

set clk_period 3.4
set clk_io_pct 0.2

create_clock -name clk0 -period $clk_period

set non_clock_inputs [all_inputs -no_clocks]
set_input_delay [expr $clk_period * $clk_io_pct] -clock clk0 $non_clock_inputs
set_output_delay [expr $clk_period * $clk_io_pct] -clock clk0 [all_outputs]
```

==> flow report <==
==================================================================================
Instance area at placement ..........................................     1970 µm²
Warning total across the stage logs .................................           49
Number of top-level pins ............................................          107
Congestion Overflow GR ..............................................            0
Vert. Die Dim .......................................................        96 µm
Detailed placer's ending HPWL .......................................      3180 µm
Most frequent cell on the critical path ............................. sky130_fd_sc_hd__clkdlybuf4s50_1
Slowest stage delay, CP .............................................       460 ps
Last weighted congestion value of the routability-driven placer .....        0.804
Class of the most critical setup path ...............................    in -> out
Final slew viol count ...............................................            0
Worst voltage drop across the vdd grid ..............................    0.0385 mV
Synth warnings ......................................................            1
Total setup buffers inserted after CTS ..............................            0
Remaining routing DRC violations ....................................            0
Final instance count without filler cells ...........................          254
Fmax ................................................................    0.307 GHz
Vias in the first global route ......................................         1000
Result of the run ................................................... finished, final reports clean
Largest fanout on the critical path .................................            3
Chip area ...........................................................     9220 µm²
Number of cells after detailed placement ............................          254
Post-Synthesis Cell Area ............................................      936 µm²
Number of maximum-capacitance violations ............................            0
Data arrival, critical path .........................................      2580 ps
End-of-flow core utilization ........................................        0.365
Fin crit period .....................................................      3260 ps
Fraction of layout cells with a size suffix above 1 .................       0.0879
Routed wirelength normalized by instance count ......................      13.6 µm
Area delta synth->final .............................................         116%
Count of distinct cell types in the synthesized netlist .............           16
Number of register pins that no clock reaches .......................           34
Total setup violations reported at the end of the flow ..............            0
Kind of start point of the critical path ............................ primary input
Cycle use final .....................................................        0.959
Number of cells in Yosys stat .......................................           86
Cells along the critical path ....................................... clkdlybuf4s50_1 > xor2_1 > nor4_2 > nand4_1 > mux2i_2 > or2_1 > clkdlybuf4s50_1
Maximum number of pins on one net before global-route repair ........           34
Remaining number of nets flagged by the antenna check after routing .            0
Endpoints left unconstrained ........................................           51
Total wire length ...................................................      3450 µm
Starting density of the core ........................................        0.169
Total via count in the routed design ................................          935
Site Rows ...........................................................           27
First-pass iteration count of the detailed router ...................            2
Slowest CP cell ..................................................... sky130_fd_sc_hd__clkdlybuf4s50_1
Measured slew at the worst slew-check pin ...........................       294 ps
RSZ-0062 raised after global routing ................................          yes
Global Route Usage Sum ..............................................       0.0715
Global-route wire length before repair ..............................      5110 µm
Placeable core region ...............................................     5540 µm²
Hold violation count in the final report ............................            0
Synthesized chip area reported by yosys .............................      936 µm²
Post-route setup TNS ................................................         0 ps
Required time of the worst setup path ...............................      2720 ps
Cell leakage power ..................................................  0.000919 µW
Port Buf Inserts ....................................................           91
Count of antenna diodes in the layout ...............................            0
Cell area power density .............................................  92.9 nW/µm²
Cell count after synthesis ..........................................           86
Smallest hold slack .................................................      2060 ps
Antenna violations before repair ....................................            0
Crit. End Element ...................................................  output port
Hold-fix buffer count after cts .....................................            0
Post-synth regs .....................................................           34
First-iteration detailed-routing DRC count ..........................           12
Routed via count divided by cell count ..............................         3.68
Post-synthesis average cell area ....................................     10.9 µm²
Summed area of non-filler cells in the final layout .................     2020 µm²
Die outline width ...................................................        96 µm
Headroom to the max-slew limit ......................................        0.804
Worst hold-check path type ..........................................    in -> out
==================================================================================
-- state kept, by name (all words and copies together) (netlist names) --
register	flops
BIA	16
BTA	16
HB	1
S_BPU	1
-- final timing paths --
kind	startpoint	to	slack [ps]	cells after the start
setup / recovery	PC_RR_EX[6]	S_NS_BPU2	140	7
hold / removal	PC_RR_EX[11]	PC_Src_BPU1[0]	2060	6
-- placed cells by master, fill, tap and decap left out --
master,n
sky130_fd_sc_hd__a22oi_1,1
sky130_fd_sc_hd__buf_4,5
sky130_fd_sc_hd__clkdlybuf4s50_1,70
sky130_fd_sc_hd__dlxtn_1,34
sky130_fd_sc_hd__dlygate4sd2_1,11
sky130_fd_sc_hd__dlymetal6s2s_1,10
sky130_fd_sc_hd__mux2i_2,1
sky130_fd_sc_hd__nand2_1,1
sky130_fd_sc_hd__nand2b_2,1
sky130_fd_sc_hd__nand2b_4,1
sky130_fd_sc_hd__nand3_1,2
sky130_fd_sc_hd__nand4_1,4
sky130_fd_sc_hd__nor2b_2,1
sky130_fd_sc_hd__nor3_1,1
sky130_fd_sc_hd__nor4_2,5
sky130_fd_sc_hd__or2_1,1
sky130_fd_sc_hd__or4_4,1
sky130_fd_sc_hd__xnor2_1,12
sky130_fd_sc_hd__xnor2_2,1
sky130_fd_sc_hd__xor2_1,19
-- critical path: cells and delay by family --
family	cells	cell delay [ps]
XOR/XNOR	1	190
AND/OR/NAND/NOR	3	570
multiplexers	1	250
buffers and inverters	2	890
-- report_power, final --
group	internal (µW)	switching, µW	leakage [µW]
combinational	106	44.3	0.000642
clock	0	0	0
sequential	32.8	4.75	0.000277
total	139	49.1	0.000919
-- synthesized netlist by cell type (all sizes together) --
master  number  area [µm²]
or2          1        6.26
nor3         1        5.00
xnor2       13         114
nand2        1        3.75
dlxtn       34         510
nand4        4        25.0
nor2b        1        6.26
mux2i        1        10.0
nor4         5        37.5
a22oi        1        7.51
or4          1        11.3
nand3        2        10.0
xor2        19         166
nand2b       2        22.5
-- repair_timing --
action | 4_1_cts | 5_1_grt
pin swaps | 8 | 11
endpoints found under the setup margin | 3 | 3
resized | 15 | 13
-- layer usage --
metal,up-vias,track usage,wire (µm)
met3,0,0.0550,615
met2,59,0.110,1480
met5,-,0,0
met4,0,0,0
met1,397,0.0825,1350
li1,479,-,-
-- logic make-up after synthesis --
group	share of synthesized area
XOR/XNOR	0.299
AND/OR/NAND/NOR	0.136
multiplexers	0.0107
AND-OR/OR-AND	0.00802
latches	0.545
-- area by class of cell --
class                           count  area (µm²)
Fill cell                         589        3520
Sequential cell                    34         510
Timing Repair Buffer               96         960
Tap cell                           72        90.1
Multi-Input combinational cell     52         464
-- stage by stage --
| stage | total power [µW] | worst slack, ps |
|---|---|---|
| 5_1_grt | 204 | -4.43 |
| 3_5_place_dp | 192 | -130 |
| 6_report | 188 | 140 |
| 4_1_cts | 192 | 9.58 |
| 3_3_place_gp | 192 | -130 |
| 2_1_floorplan | 71.8 | 1040 |
No activity file was given, so power comes from the tool's default toggle rates.
